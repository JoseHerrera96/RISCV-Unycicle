$ cat design/flow/design.v
module counter #(
    parameter WIDTH = 8,
    parameter MAX_VALUE = 255
)(
    input wire clk,
    input wire rst,
    input wire en,
    output reg tc,           
    output reg [WIDTH-1:0] count
);
localparam [1:0] RESET = 2'b00,
                 HOLD  = 2'b01,
                 RUN   = 2'b10;
reg [1:0] current_state, next_state;
initial begin
    current_state = RESET;
    next_state = RESET;
    count = {WIDTH{1'b0}};
    tc = 1'b0;
end
always @(posedge clk) begin
    if (rst) begin
        current_state <= RESET;
        count <= {WIDTH{1'b0}};   
    end else begin
        current_state <= next_state;
        case (current_state)
            RESET: begin
                count <= {WIDTH{1'b0}};
            end
            HOLD: begin
                count <= count;
            end
            RUN: begin
                if (count == MAX_VALUE)
                    count <= {WIDTH{1'b0}};
                else
                    count <= count + 1;
            end
            default: count <= {WIDTH{1'b0}};
        endcase
    end
end
always @(*) begin
    next_state = current_state;
    tc <= 1'b0;   
    case (current_state)
        RESET: begin
            next_state <= (en) ? RUN : HOLD;
        end
        HOLD: begin
            if (en) next_state <= RUN;
        end
        RUN: begin
            if (!en)
                next_state <= HOLD;
            else if (count == MAX_VALUE)
                tc <= 1'b1;   
        end
        default: next_state <= RESET;
    endcase
end
endmodule
$ cat design/flow/run.sh
#!/bin/bash
# OpenROAD 26Q1-2900-gdf79404cd8, Yosys 0.63+post, stock flow scripts
make -C /OpenROAD-flow-scripts/flow DESIGN_CONFIG=/design/flow/config.mk WORK_HOME=/design/flow/orfs finish
$ cat design/flow/config.mk
export PLATFORM = sky130hd
export DESIGN_NAME = counter
export DESIGN_NICKNAME = counter
export VERILOG_FILES = /design/flow/design.v
export SDC_FILE = /design/flow/constraint.sdc
export NUM_CORES = 4
export LEC_CHECK = 1
export CORE_AREA = 10 10 70 70
export DIE_AREA = 0 0 80 80
$ cat design/flow/constraint.sdc
current_design counter

set clk_period 1.8
set clk_io_pct 0.2

create_clock -name clk0 -period $clk_period [get_ports {clk}]

set non_clock_inputs [all_inputs -no_clocks]
set_input_delay [expr $clk_period * $clk_io_pct] -clock clk0 $non_clock_inputs
set_output_delay [expr $clk_period * $clk_io_pct] -clock clk0 [all_outputs]
==> results.yml <==
# physical design summary
run_status:
  status: "complete, no violations"
finish:
  final_util_pct: 23.00
  area_growth_pct: 60.20
  fillers: 371
  design_area_sq_um: 785.8
  drive_above_1_share_pct: 30.38
clock_tree:
  tritoncts: "yes"
  clock-root-buffer: "clkbuf_4"
  clk_latency_ns: 0.26
  postCtsHoldBufs: 0
  clkSlewWorstSetupHoldPaths_ns: 0.07
  clockBufferDepth: 2
  cts.htree.levels: 1
  cts_inserted_buffers: 3
  clock_sinks: 10
yosys:
  ys_top_cells_by_count: "dfxtp_1 (10), nor2_1 (5), a21oi_1 (4), nand3_1 (4), nor2b_1 (3)"
  top_cell_area_share_pct: 40.82
  avgSynthCellArea_sq_um: 9.083
  synth_cell_types: 26
  synthMuxAreaShare_pct: 0
  seq_area_frac_synth_pct: 40.82
  synth.cell_area_sq_um: 490.5
  top_logic_kind: "simple AND/OR/NAND/NOR gates"
  postSynthCellCount: 54
  synth_flops: 10
  aoi_share_pct: 22.45
  top_area_cell: "dfxtp_1"
  fa_ha_area_share_pct: 2.551
  ys_cells: 54
  ys_warn_count: 1
  async_flop_share_pct: 0
  synth_top_cell_by_count: "dfxtp_1"
  edf_count: 0
  xor_area_share_pct: 5.357
  ys_top_cells_by_area: "dfxtp_1 (41%), a21oi_1 (4.1%), nand3_1 (4.1%), nor2_1 (3.8%), nor2b_1 (3.8%)"
  ys.flop_type: "dfxtp_1"
  simple_gate_area_share_pct: 28.06
  ys_area_sq_um: 490.5
worst_setup_path:
  critPathRequiredTime_ns: 1.44
  worstSetupStartpointType: "flip-flop"
  crit_path_end_kind: "output port"
  path_class: "reg -> out"
  arrival_ns: 1.31
  cp_max_fo: 4
timing:
  slew_violations: 0
  period_needed_ns: 1.669
  whs_ns: 0.4869
  tns_ns: 0
  finalSetupViolations: 0
  period_used_pct: 92.75
  final_hold_viol_count: 0
  rsz0062_at_grt: "no"
  fin_skew_ns: 0.01054
  fmax_mhz: 599.0
  tightest_slew_ns: 0.2537
  relSlewSlack_pct: 82.93
drt:
  final_antenna_net_count: 0
  wl_met2_microns: 553
  routed-wl-met3_microns: 139
  drt_first_pass_iters: 4
  top_layer: "met3"
  avgViaCountPerCell: 3.984
  wl_per_cell_microns: 9.832
  wirelength_mm: 1.229
  drc: 0
  wl_met1_microns: 537
  via_count: 498
  antennaDiodeCount: 0
  drt_iter0_drc: 34
floorplan:
  fp_util_pct: 14.36
  rows: 21
  die_h_microns: 80
  die_w_microns: 80
  ios: 12
  core_area_sq_mm: 0.003416
  chipArea_sq_mm: 0.006400
power_and_ir_drop:
  leakage_uw: 0.0003054
  power.density_mw_per_mm2: 524.0
  peakVddDrop_mv: 0.3250
grt:
  grt_util_all_layers_pct: 4.256
  grt_pass1_vias: 517
  grt_overflow_total: 0
  grt_max_degree: 7
  antenna_found_initial: 0
  grt_pass1_wl_mm: 2.283
flow_run:
  tool_warnings: 25
  max-cap-violations: 0
place:
  hpwl_microns: 982
  io_buffers: 11
  place.gp.congestion: 0.7525
  placed_cell_area_sq_um: 733.2
hold_path:
  hp-class: "reg -> reg"
==> metal layers <==
layer / vias up / GRT usage, %
met2: 16 / 6.902
li1: 247 / -
met1: 235 / 5.047
met5: - / 0
met4: 0 / 0.1761
met3: 0 / 2.386
==> stage by stage <==
stage	worst slack, ns	total power [uW]	cells
final	0.1306	411.7	125
after detailed placement	-0.04393	265.9	121
after CTS	0.1208	415.6	125
after global routing	0.01578	432.8	125
after global placement	-0.01301	265.1	121
after floorplan	0.4916	248.6	54
==> state kept, by name, indices dropped and copies added (netlist names) <==
register       flops
current_state      2
count              8
==> path summary, 6_finish.rpt <==
check / from / to / slack [ns] / depth (start not counted)
max: count[7] / tc / 0.13 / 4
min: count[7] / count[7] / 0.49 / 1
max reg2reg: count[3] / count[7] / 0.56 / 5
min reg2reg: count[7] / count[7] / 0.49 / 1
==> cell usage in the layout, fill, tap and decap left out, types with 2 or more instances in the layout <==
master	netlist	final
buf_4	0	11
a21oi_1	4	4
xor2_1	2	2
clkbuf_4	0	3
and2b_1	2	2
nor2_1	5	4
dfxtp_2	0	3
clkdlybuf4s50_1	0	10
nand4_1	2	2
nand3_1	4	3
o21ai_0	2	2
nor2b_1	3	3
dfxtp_1	10	7
and3_1	2	2
nand2_1	2	2
a22oi_1	2	2
==> cells by family (layout without fill, tap and decap cells) <==
logic type      count (synthesis)  in the layout
simple gates                   24             24
compound gates                 15             15
flops                          10             10
xor+xnor                        3              3
fa+ha+maj                       1              1
buf+inv                         1             26
==> power breakdown <==
group          switching [uW]  internal, uW  total [uW]
registers                3.09           225         228
logic                    13.3          20.1        33.3
clock network            73.1          77.0         150
==> worst max-delay path: stages, from the launching register on <==
cell	delay [ns]
dfxtp_2	0.36
nand4_1	0.16
nor2_2	0.17
and3_1	0.15
dlygate4sd2_1	0.21
==> layout make-up <==
cell class                 count  area (sq um)  area share, %
sequential                    10         203.9          25.96
timing repair buffer          22         191.4          24.36
inverter                       1         3.754         0.4777
tap                           46         57.56          7.325
clock buffer                   3         22.52          2.866
multi-input combinational     43         306.5          39.01
==> what timing repair did <==
| action | CTS | global route |
|---|---|---|
| setup buffers | 1 | 0 |
| endpoints found under the setup margin | 1 | 0 |
| resized | 8 | 0 |
| hold endpoints to repair | 0 | 0 |
No activity file was given, so power comes from the tool's default toggle rates.
